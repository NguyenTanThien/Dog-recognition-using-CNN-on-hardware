==> flow/design.v <==
module mux2to1 #(
		parameter size = 24
		)
		(d0,d1,s,out);
		input [size-1:0]d0,d1;
		input s;
		output reg [size-1:0]out;
		always @(*)begin
		  case(s)
		    1'b1: out <= d1;
		    1'b0: out <= d0;
		   endcase
		  end
endmodule
==> flow/run.sh <==
#!/bin/bash
# OpenROAD 26Q1-2900-gdf79404cd8, Yosys 0.63+post, stock flow scripts
make -C /OpenROAD-flow-scripts/flow DESIGN_CONFIG=/design/flow/config.mk WORK_HOME=/design/flow/orfs finish
==> flow/config.mk <==
export PLATFORM = sky130hd
export DESIGN_NAME = mux2to1
export DESIGN_NICKNAME = mux2to1
export VERILOG_FILES = /design/flow/design.v
export SDC_FILE = /design/flow/constraint.sdc
export NUM_CORES = 4
export LEC_CHECK = 1
export CORE_AREA = 10 10 70 70
export DIE_AREA = 0 0 80 80
==> flow/constraint.sdc <==
current_design mux2to1

set clk_period 1.0
set clk_io_pct 0.2

create_clock -name clk0 -period $clk_period

set non_clock_inputs [all_inputs -no_clocks]
set_input_delay [expr $clk_period * $clk_io_pct] -clock clk0 $non_clock_inputs
set_output_delay [expr $clk_period * $clk_io_pct] -clock clk0 [all_outputs]
==> run summary <==
flow finished, numbers: dpl cell area=1150 um^2, max-cap viol count=0, CP Launch Type=primary input, Synth cell types=4, YS chip area=397 um^2, # hold bufs at CTS=0, post-synth top area cell=mux2_4, measured slew at the worst slew-check pin=0.0636 ns, IO buf count=73, Synth Seq Share=0, Min-Delay Path Class=primary input to output port, tool warnings=34, # Cells Yosys=27, Core Util at FP=0.116, Ports=73, Mapped Area=397 um^2, Slew headroom=0.958, register share of total power=0, setup_tns=-1.59 ns, violated checks=negative setup slack, via count=520, # DRC=0, largest net degree at the start of global routing=7, # setup viols final=24, critical path arrival=0.87 ns, routed vias/inst=3.54, IR Drop Worst-Case VDD=126 uV, Setup Crit Path Kind=primary input to output port, GPL Wtd Cong=0.743, hold path depth=3, area grow syn2layout=199%, switching share of total power=0.223, pins over their slew limit=0, crit path capture type=output port, Tmin final=1.07 ns, fin area=1190 um^2, most numerous cell in the Yosys netlist=mux2_4, die width=80 um, average cell area after synthesis=14.7 um^2, GRT overflow=0, Crit Path Max Fanout=6, Total Routing Usage GR=0.0605, die height=80 um, utilization after layout=0.348, Crit path required time=0.80 ns, warnings from Yosys=1, Post-CTS Setup Inserts=0, status=complete, but fails checks, fraction of layout cells with a size suffix above 1=0.525, area of the core=3420 um^2, Final WS setup=-0.0714 ns, leak pwr=0.637 nW, P per Cell Area=391 nW/um^2, vias in the first global route=629, length of the first detailed-routing pass in iterations=2, antenna viol nets, final=0, clkbuf count=0, Logic pwr share=1.000, top cells by count, synth=mux2_4, mux2_2, buf_12, fmax=933 MHz, Max-area cell share=0.757, RSZ-0062 raised after global routing=true, power share of the clock group=0, Pint=0.360 mW, Filler cells=366, final WL=2170 um, initial antenna violation count=0, Final Cycle Share=1.07, chip area=6400 um^2, n_diodes=0, 1st-iter DRT viols=3, drt wl/cell=14.8 um, Fin. Hold Viols=0, first-pass GRT wire length=3180 um, row count=21, storage element area=0 um^2, P_sw=0.104 mW, flip-flops=0, Final Power=0.464 mW, Syn Inst Count=27, top cells by area=mux2_4, mux2_2, buf_12
-- cell type report --
cell class,instances,area [um^2],area share
Multi-Input combinational cell,24,360,0.303
Timing Repair Buffer,77,769,0.648
Tap cell,46,57.6,0.0485
-- timing repair --
action / CTS / global route
setup endpoints to repair: 24 / 24
resized: 148 / 5
gates cloned: 3 / 0
pin swaps: 0 / 0
-- metal layers --
layer / routed length [um] / global-route usage / up-vias
met5: 0 / 0 / -
met4: 0 / 0 / 0
met3: 165 / 0.0182 / 0
met2: 1160 / 0.116 / 31
met1: 840 / 0.0672 / 236
li1: - / - / 253
-- critical path, stage by stage --
cell and delay (ns):
buf_12 0.12, buf_16 0.14, mux2_4 0.30, buf_6 0.11
-- final timing paths --
path,start,to,slack (ns)
worst max-delay path,s,out[4],-0.07
worst min-delay path,d0[19],out[19],0.79
-- cells by family after synthesis --
family | count (synthesis) | synth area share
multiplexers | 24 | 0.871
buffers and inverters | 3 | 0.129
-- per-stage QoR --
step	setup slack, ns	hold WS [ns]	cells
2_1_floorplan	0.0697	0.498	27
5_1_grt	-0.0906	0.809	147
4_1_cts	-0.0795	0.798	147
3_5_place_dp	-0.912	1.44	144
3_3_place_gp	-0.893	1.44	144
6_report	-0.0714	0.793	147
-- cell usage in the layout (no fill, tap or decap) --
cell type	instances
buf_12	2
buf_2	7
buf_16	3
buf_6	17
dlygate4sd2_1	48
mux2_4	24
-- power groups by stage --
stage	Clock, mW	Sequential (mW)	Combinational, mW
4_1_cts	0	0	0.455
5_1_grt	0	0	0.498
6_report	0	0	0.464
Power is estimated from default activity; no workload was simulated.
